`flow/config.mk`:
```
export PLATFORM = sky130hd
export DESIGN_NAME = top
export DESIGN_NICKNAME = top
export VERILOG_FILES = /design/flow/design.v
export SDC_FILE = /design/flow/constraint.sdc
export NUM_CORES = 4
export LEC_CHECK = 1
export CORE_AREA = 10 10 70 70
export DIE_AREA = 0 0 80 80
```
`flow/constraint.sdc`:
```
current_design top

set clk_period 2.0
set clk_io_pct 0.2

create_clock -name clk0 -period $clk_period

set non_clock_inputs [all_inputs -no_clocks]
set_input_delay [expr $clk_period * $clk_io_pct] -clock clk0 $non_clock_inputs
set_output_delay [expr $clk_period * $clk_io_pct] -clock clk0 [all_outputs]
```
`flow/design.v`:
```
module encode8_3(
    input en,
    input [7:0] in,
    output reg [2:0] out,
    output reg y
);
    integer i; 
    always @(*) begin
    if(en) 
        begin
            if(in == 0)begin
                out = 3'b000;
                y = 0;
            end
            else
                begin
                    y = 1;
                    out = 3'b000;  
                    for(i=0;i<8;i=i+1)begin
                        if(in[i] == 1)begin
                            out = i[2:0];  
                        end
                    end
                end
        end
    else 
        begin
            out = 3'b000;
            y = 0;
        end
    end
endmodule
module led4_16(
    input en,
    input [2:0] in,
    output reg [7:0] out 
);
integer i;
always @(*) begin
    if(en)begin
        case(in[2:0])
            0:out = 8'b00000010;
            1:out = 8'b10011110;
            2:out = 8'b00100100;
            3:out = 8'b00001100;
            4:out = 8'b10011000;
            5:out = 8'b01001000;
            6:out = 8'b01000000;
            7:out = 8'b00011110;
        default:
                out = 8'b11111111;
        endcase
    end
end
endmodule
module top(
    input [7:0] in,
    input en,clk,rst,
    output y,
    output reg [7:0] hex,
    output reg [2:0] p
);
    encode8_3 my_encode(
        .en(en),
        .in(in),
        .out(p),
        .y(y)
    );
    led4_16 my_led4_16(
        .en(y),
        .in(p),
        .out(hex)
    );
endmodule
```
`flow/run.sh`:
```
#!/bin/bash
# OpenROAD 26Q1-2900-gdf79404cd8, Yosys 0.63+post, stock flow scripts
make -C /OpenROAD-flow-scripts/flow DESIGN_CONFIG=/design/flow/config.mk WORK_HOME=/design/flow/orfs finish
```
==> impl_metrics.env <==
# implementation run metrics
export IMPL_worst_endpoint_required_ps=1600
export IMPL_holdWs_ps=1310
export IMPL_total_leakage_power_nw=0.355
export IMPL_power_net_switching_uw=54.3
export IMPL_chip_area_yosys_um2=363
export IMPL_post_route_drc_count=0
export IMPL_placedCellCount=118
export IMPL_place_hpwl_um=922
export IMPL_grt_antenna_before_repair=0
export IMPL_first_global_vias=418
export IMPL_chip_area_um2=6400
export IMPL_fin_cells=123
export IMPL_cell_area_after_placement_um2=688
export IMPL_drtPass1Iterations=2
export IMPL_route_antenna_remaining_nets=0
export IMPL_avgRoutedWirePerCell_um=8.47
export IMPL_area_overhead_of_the_layout_relative_to_synthesis_pct=96.2
export IMPL_top_cell_types_by_occurrence_after_synthesis="sky130_fd_sc_hd__dlxtp_1 (7), sky130_fd_sc_hd__nand2_1 (6), sky130_fd_sc_hd__ha_1 (5), sky130_fd_sc_hd__nor2_1 (5), sky130_fd_sc_hd__inv_1 (4)"
export IMPL_std_cell_rows=21
export IMPL_category_of_the_critical_setup_timing_path="in -> out"
export IMPL_untimed_endpoints=14
export IMPL_post_route_period_util=0.972
export IMPL_dpl_worst_slack_ps=-479
export IMPL_finalWeightedCongestion=0.729
export IMPL_drive_above_1_share=0.390
export IMPL_crit_path_max_fanout=3
export IMPL_start_kind="input pin"
export IMPL_fmaxAchievable_mhz=514
export IMPL_core_region_area_um2=3420
export IMPL_unclocked_pins=7
export IMPL_seq_power_share=0.149
export IMPL_vias_per_cell=3.17
export IMPL_synth_top_area_cells="sky130_fd_sc_hd__dlxtp_1 (29%), sky130_fd_sc_hd__ha_1 (17%), sky130_fd_sc_hd__o41ai_4 (7.6%), sky130_fd_sc_hd__nand2_1 (6.2%), sky130_fd_sc_hd__nor2_1 (5.2%)"
export IMPL_synth_seq_cells=7
export IMPL_total_power_density_per_cell_area_nw_per_um2=220
export IMPL_crit_end="p[2]"
export IMPL_fin_total_pwr_uw=157
export IMPL_synthesis_area_um2=363
export IMPL_layout_min_cycle_time_ps=1940
export IMPL_openroad_warnings=38
export IMPL_irDropWorstVdd_mv=0.0722
export IMPL_io_pins=23
export IMPL_worstSetupEndpointType="output pin"
export IMPL_grt_first_pass_wirelength_mm=1.86
export IMPL_power_combinational_fraction=0.851
export IMPL_setup_total_negative_slack_ps=0
export IMPL_netlist_instances=43
export IMPL_grt_start_max_net_pins=9
export IMPL_max_cap_violations=0
export IMPL_ff_type="sky130_fd_sc_hd__dlxtp_1"
export IMPL_synth_largest_area_cell="sky130_fd_sc_hd__dlxtp_1"
export IMPL_antenna_cells=0
export IMPL_grtUsageTotal=0.0336
export IMPL_final_hold_viol_count=0
export IMPL_largest_reg_flops=7
export IMPL_overflow=0
export IMPL_number_of_synthesized_flops_with_an_enable_pin=0
export IMPL_synth_dominant_cell_count="sky130_fd_sc_hd__dlxtp_1"
export IMPL_power_switching_fraction=0.346
export IMPL_post_route_worst_setup_slack_ps=56.2
export IMPL_finish_utilization=0.208
export IMPL_cp_arrival_ps=1540
export IMPL_initial_core_util=0.106
export IMPL_post_route_wl_mm=1.04
export IMPL_rsz0062_at_grt="no"
export IMPL_report_final_slew_viol_count=0
export IMPL_hold_buffers=0
export IMPL_synthArstFlopShare=0
export IMPL_tightest_hold_check_type="in -> out"
export IMPL_synth_cells_yosys=43
export IMPL_die_size_y_um=80
export IMPL_postLayoutCellArea_um2=712
export IMPL_portBuffers=20
export IMPL_synth_distinct_cells=17
export IMPL_crit_path_start="in[4]"
export IMPL_dieWidth_um=80
export IMPL_yosys_warnings=2
export IMPL_via_count=390
export IMPL_synth_area_per_cell_um2=8.44
export IMPL_outcome="finished, final reports clean"
export IMPL_setup_violations_final=0
export IMPL_clkPwrFrac=0
export IMPL_yosys_area_top_type_share=0.290
export IMPL_first_iter_violations=10
export IMPL_cellInternalPower_uw=103
==> area by class of cell <==
class,count,area (µm²)
fill,397,2700
timing repair buffer,35,294
multi-input combinational,30,236
sequential,7,105
tap,46,57.6
inverter,5,18.8
==> per-layer routing <==
layer,vias up,part of all wire,GRT usage
li1,209,-,-
met1,163,0.53,0.0486
met2,18,0.32,0.0482
met3,0,0.15,0.0136
met4,0,0,0
met5,-,0,0
==> worst min-delay path by stage <==
| stage | startpoint | depth (start not counted) | to |
|---|---|---|---|
| after CTS | in[7] | 5 | p[1] |
| final | in[7] | 5 | p[0] |
| after global routing | in[7] | 5 | p[0] |
==> power groups by stage <==
stage / clock [mW] / sequential [mW] / combinational (mW)
finish: 0 / 0.0234 / 0.133
CTS: 0 / 0.0236 / 0.138
global route: 0 / 0.0251 / 0.153
==> cells by family (layout without fill, tap and decap cells) <==
group / count (synthesis) / in the layout / synth area share
latches: 7 / 7 / 0.290
adders and majority gates: 5 / 5 / 0.172
other: 1 / 1 / 0.0103
buffers and inverters: 6 / 40 / 0.0724
and+or+nand+nor: 15 / 15 / 0.210
AOI/OAI and AO/OA: 9 / 9 / 0.245
==> what timing repair did <==
item,4_1_cts,5_1_grt
gates resized,24,5
endpoints found under the setup margin,4,4
pin swaps,3,2
setup buffers,5,0
==> placed cells by master, fill, tap and decap left out, types with 2 or more instances in the layout <==
master | Yosys | layout
sky130_fd_sc_hd__buf_4 | 1 | 14
sky130_fd_sc_hd__clkdlybuf4s50_1 | 0 | 8
sky130_fd_sc_hd__dlxtp_1 | 7 | 7
sky130_fd_sc_hd__nand2_1 | 6 | 6
sky130_fd_sc_hd__nor2_1 | 5 | 5
sky130_fd_sc_hd__ha_1 | 5 | 5
sky130_fd_sc_hd__inv_1 | 4 | 4
sky130_fd_sc_hd__dlygate4sd2_1 | 0 | 4
sky130_fd_sc_hd__a21oi_1 | 3 | 3
sky130_fd_sc_hd__clkbuf_2 | 0 | 3
sky130_fd_sc_hd__and2_2 | 2 | 2
sky130_fd_sc_hd__clkdlybuf4s15_1 | 0 | 2
sky130_fd_sc_hd__clkdlybuf4s15_2 | 0 | 2
==> critical path, cell delays in order <==
cell and delay [ps]:
sky130_fd_sc_hd__clkdlybuf4s15_2 220, sky130_fd_sc_hd__o41ai_4 310, sky130_fd_sc_hd__buf_4 170, sky130_fd_sc_hd__inv_1 40
sky130_fd_sc_hd__clkdlybuf4s50_1 400
Power and IR drop assume default switching activity.
