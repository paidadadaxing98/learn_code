==> design/flow/design.v <==
module asciicode(
    input light,
    input clk,
    input resetn,
    input [7:0] scancode,
    output reg [7:0] ascii,
    output reg [7:0] seg2,
    output reg [7:0] seg3
);
wire [7:0] ascii1;
always @(posedge clk or negedge resetn) begin
    if (~resetn) begin
        ascii <= 8'hFF;   
    end
    else begin
        if(scancode != 8'hf0)begin
        case(scancode)
        8'h45:ascii <= 8'h30;
        8'h16:ascii <= 8'h31;
        8'h1e:ascii <= 8'h32;
        8'h26:ascii <= 8'h33;
        8'h25:ascii <= 8'h34;
        8'h2e:ascii <= 8'h35;
        8'h36:ascii <= 8'h36;
        8'h3d:ascii <= 8'h37;
        8'h3e:ascii <= 8'h38;
        8'h46:ascii <= 8'h39;
        8'h1c:ascii <= 8'h61;
        8'h32:ascii <= 8'h62;
        8'h21:ascii <= 8'h63;
        8'h23:ascii <= 8'h64;
        8'h24:ascii <= 8'h65;
        8'h2b:ascii <= 8'h66;
        8'h34:ascii <= 8'h67;
        8'h33:ascii <= 8'h68;
        8'h43:ascii <= 8'h69;
        8'h3b:ascii <= 8'h6a;
        8'h42:ascii <= 8'h6b;
        8'h4b:ascii <= 8'h6c;
        8'h3a:ascii <= 8'h6d;
        8'h31:ascii <= 8'h6e;
        8'h44:ascii <= 8'h6f;
        8'h4d:ascii <= 8'h70;
        8'h15:ascii <= 8'h71;
        8'h2d:ascii <= 8'h72;
        8'h1b:ascii <= 8'h73;
        8'h2c:ascii <= 8'h74;
        8'h3c:ascii <= 8'h75;
        8'h2a:ascii <= 8'h76;
        8'h1d:ascii <= 8'h77;
        8'h22:ascii <= 8'h78;
        8'h35:ascii <= 8'h79;
        8'h1a:ascii <= 8'h7a;
        default:
            ascii <= 8'hff;
    endcase
        end
        else
            ascii <= 8'hff;
    end
end
    assign ascii1 = ascii;
my_seg seg_inst(
    .light(light),
    .in(ascii1),
    .out1(seg2),
    .out2(seg3)
);
endmodule
module my_seg(
    input light,     
    input [7:0] in,
    output reg [7:0] out1,out2
);   
    reg [15:0] in_r; 
    always @(*) begin
    if(!light)  begin
    in_r[7:0] = {4'b0001, in[3:0]};   
    in_r[15:8] = {4'b0001, in[7:4]};  
    end
    else begin
    in_r[7:0] = {4'b0000, in[3:0]};  
    in_r[15:8] = {4'b0000, in[7:4]};  
    end
    end
    trans my_trans1(
        .in(in_r[7:0]),
        .out(out1)
    );
    trans my_trans2(
        .in(in_r[15:8]),
        .out(out2)
    );
endmodule
module trans(
    input [7:0] in,  
    output reg [7:0] out
);
    always @(*) begin
        case(in)
            0:out = {4'b0000,4'b0010};
            1:out = {4'b1001,4'b1110};
            2:out = {4'b0010,4'b0100};
            3:out = {4'b0000,4'b1100};
            4:out = {4'b1001,4'b1000};
            5:out = {4'b0100,4'b1000};
            6:out = {4'b0100,4'b0000};
            7:out = {4'b0001,4'b1110};
            8:out = {4'b0000,4'b0000};
            9:out = {4'b0000,4'b1000};
            10:out = {4'b0001,4'b0000};
            11:out = {4'b1100,4'b0000};
            12:out = {4'b0110,4'b0010};
            13:out = {4'b1000,4'b0100};
            14:out = {4'b0110,4'b0000};
            15:out = {4'b0111,4'b0000};
            default:
                out = 8'b11111111;
        endcase
    end
endmodule
==> design/flow/run.sh <==
#!/bin/bash
# OpenROAD 26Q1-2900-gdf79404cd8, Yosys 0.63+post, stock flow scripts
make -C /OpenROAD-flow-scripts/flow DESIGN_CONFIG=/design/flow/config.mk WORK_HOME=/design/flow/orfs finish
==> design/flow/config.mk <==
export PLATFORM = sky130hd
export DESIGN_NAME = asciicode
export DESIGN_NICKNAME = asciicode
export VERILOG_FILES = /design/flow/design.v
export SDC_FILE = /design/flow/constraint.sdc
export NUM_CORES = 4
export LEC_CHECK = 1
export CORE_AREA = 10 10 85 85
export DIE_AREA = 0 0 95 95
==> design/flow/constraint.sdc <==
current_design asciicode

set clk_period 1.6
set clk_io_pct 0.2

create_clock -name clk0 -period $clk_period [get_ports {clk}]

set non_clock_inputs [all_inputs -no_clocks]
set_input_delay [expr $clk_period * $clk_io_pct] -clock clk0 $non_clock_inputs
set_output_delay [expr $clk_period * $clk_io_pct] -clock clk0 [all_outputs]
==> CHANGELOG.md <==
### Changed

* Minimum clock period after layout at 1880 ps
* Power Dens Cells at 406 mW/mm^2
* Sum Neg Setup Slack at -1690 ps
* Die area at 0.00903 mm^2
* GRT Residual Overflow at 0
* Area leader, netlist: ha_1
* Via-to-Cell Ratio at 4.90
* First-pass GRT wire length at 7.85 mm
* Sw Ratio at 33.0%
* Hold Path Class: primary input to asynchronous set/reset pin
* Post-synth area hogs: ha_1 (18%), dfstp_2 (14%), nand2_1 (5.7%)
* Top area contributor share at 18.0%
* Status: complete, but fails checks
* Maxcap violations at 0
* Final hold violations at 0
* Clock Path Buffers at 2
* DP Wirelength at 3.48 mm
* Crit-path max FO at 3
* Total tool warning count at 43
* Vias in the first global route at 1666
* Setup crit start kind: flip-flop
* Post-Syn Instances at 179
* Core Box Area at 0.00547 mm^2
* WL/cell at 13.3 um
* Fill count at 509
* Unique masters post-synth at 53
* Final WS setup at -281 ps
* Largest registers: ascii: 7 flops
* Largest Register: ascii
* Initial DRC count at 69
* IO Pins at 35
* Ys cells at 179
* ANT cells at 0
* Initial antenna violation count at 0
* Pleak at 1.17 nW
* Sequential share of power at 19.7%
* #FFs+latches synth at 7
* Highest Clock Rate at 0.532 GHz
* Share of layout cells above drive strength 1 at 53.2%
* Async SR Flop Fraction at 100%
* Crit path launch: ascii[1]
* DP Area at between 0.002 and 0.0025 mm^2
* Cell count after placement at between 300 and 400
* Ys Warns at 3
* Tightest Pin Transition at ~500 ps
* RSZ-0062 raised after global routing: yes
* YS chip area at 0.00132 mm^2
* Finished Layout Cells at 356
* Top_reg_cell synth: dfstp_2
* TritonCTS Buffers at 3
* Post-Route WL at roughly 4.7 mm
* CTS Sinks at 7
* Switching power at 0.348 mW
* Critical path data required time at 1280 ps
* Combinational share of power at 57.7%
* Clk root buf: clkbuf_8
* CP Class: flip-flop to output pin
* CP arrival at between 1500 and 2000 ps
* Design area at 0.00259 mm^2
* Failing checks: negative setup slack
* DR vias at ~1.7k
* Logic area at about 0.0012 mm^2
* Cell Rows at 27
* Worst-path clk slew at 40 ps
* Max-slew headroom at 66.0%
* CP Capture Type: output pin
* Max IR drop VDD at around 0.20 mV
* Drt first pass iters at 4
* Final setup violation count at 12
* P&R area growth vs syn at 96.4%
* Clock power share at 22.6%
* Largest net degree at the start of global routing at 14
* Post-synth EDFFs at 0
* Final core occ at 47.4%
* Pins Over Slew Limit at 0
* Gr usage total at 10.3%
* Chip height at 95 um
* Fp util at between 20 and 25%
* Reg area at ~180 um^2
* Syn_area_per_cell at 7.37 um^2
* Int Power at 0.706 mW
* Synthesized cell area at 0.00132 mm^2
* H-tree depth at 1
* Die X at 95 um
* Largest register FFs at 7
* Gpl congestion at between 0.9 and 1
* I/O Buffers at 33
* Detailed-route DRC error count at 0
* Fin crit share at 118%
* CTS tree: built
* ANT nets after route at 0
* Seq share, synth at 13.9%
* Hold buffer count at cts at 0
==> synthesized netlist by cell type (all sizes together), types with 2 or more instances <==
cell type and count:
o21a 2, nor3 2, clkbuf 8, a31oi 5
nand2 20, and2 2, a211oi 3, o2111ai 2
a21o 4, buf 5, o311ai 2, o221ai 4
nor2b 2, mux2i 3, o21ai 14, nand4 2
ha 19, o211ai 4, nand2b 2, a21oi 13
nor2 13, dfstp 7, inv 17
==> layout by cell type (no fill, tap or decap), drive strengths merged, types with 6 or more instances in the layout <==
| cell type | count |
|---|---|
| o21ai | 14 |
| buf | 96 |
| a21oi | 13 |
| dfstp | 7 |
| clkdlybuf4s50 | 6 |
| nor2 | 13 |
| clkbuf | 6 |
| ha | 19 |
| nand2 | 20 |
| dlygate4sd2 | 7 |
| inv | 17 |
==> layer usage <==
| metal | part of all wire (%) | up-vias | wire length [um] | track usage (%) |
|---|---|---|---|---|
| met5 | 0 | - | 0 | 0 |
| li1 | - | 864 | - | - |
| met2 | 47 | 77 | 2220 | 18.1 |
| met1 | 45 | 796 | 2130 | 13.1 |
| met4 | 1.0 | 0 | 48 | 1.50 |
| met3 | 7.5 | 6 | 354 | 1.76 |
==> per-stage QoR <==
| stage | hold WS, ps | power [mW] | worst slack (ps) |
|---|---|---|---|
| 4_1_cts | 619 | 1.00 | -252 |
| 3_3_place_gp | 851 | 0.699 | -645 |
| 2_1_floorplan | 172 | 0.420 | -164 |
| 3_5_place_dp | 853 | 0.697 | -676 |
| 5_1_grt | 641 | 1.14 | -337 |
| 6_report | 598 | 1.05 | -281 |
==> what timing repair did <==
action                                  CTS  global route
resized                                 120            36
buffers inserted                         22             4
gates cloned                              0             0
endpoints found under the hold margin     0             0
pin swaps                                22            20
endpoints found under the setup margin   30            22
==> layout make-up <==
cell class	count	share of cell area, %
clock buffers	4	1.74
inverters	17	2.94
multi-input cells	142	47.8
flip-flops and latches	7	7.09
well taps	72	3.47
repair buffers	114	37.0
==> power by group through the flow <==
stage / Clock, mW / Combinational [mW] / Sequential [mW]
CTS: 0.243 / 0.552 / 0.207
global route: 0.262 / 0.670 / 0.209
finish: 0.238 / 0.608 / 0.208
==> kinds of logic after synthesis <==
group,after synthesis,synth area share (%)
xor gates and xnor gates,1,0.664
DFF,7,13.9
muxes,4,3.41
and+or+nand+nor,52,19.3
other,1,0.284
buffers and inverters,30,10.8
AOI/OAI and AO/OA,65,33.6
adders and majority gates,19,18.0
==> how the worst max path moves through the flow <==
stage | endpoint | slack (ps) | cells after the start
after CTS | seg2[4] | -250 | 6
after global routing | seg2[4] | -340 | 6
final | seg2[4] | -280 | 6
==> critical path, stage by stage (launching register included) <==
cell and delay (ps):
dfstp_2 530, inv_2 70, ha_4 260, nor2b_4 140, nand3b_1 120, o211ai_1 100
buf_2 120
Power figures rest on the tool's default switching activity, not on a simulated workload.
