### flow/config.mk
export PLATFORM = sky130hd
export DESIGN_NAME = keycode
export DESIGN_NICKNAME = keycode
export VERILOG_FILES = /design/flow/design.v
export SDC_FILE = /design/flow/constraint.sdc
export NUM_CORES = 4
export LEC_CHECK = 1
export CORE_AREA = 10 10 70 70
export DIE_AREA = 0 0 80 80
### flow/constraint.sdc
current_design keycode

set clk_period 2.1
set clk_io_pct 0.2

create_clock -name clk0 -period $clk_period

set non_clock_inputs [all_inputs -no_clocks]
set_input_delay [expr $clk_period * $clk_io_pct] -clock clk0 $non_clock_inputs
set_output_delay [expr $clk_period * $clk_io_pct] -clock clk0 [all_outputs]
### flow/design.v
module keycode(
    input light,
    input clk, resetn,
    input [7:0] scancode,
    output reg [7:0] seg1, seg0
);
wire [7:0] scancode2;
assign scancode2 = scancode;
my_seg seg_inst(
    .light(light),
    .in(scancode2),
    .out1(seg0),
    .out2(seg1)
);
endmodule
module my_seg(
    input light,     
    input [7:0] in,
    output reg [7:0] out1,out2
);   
    reg [15:0] in_r; 
    always @(*) begin
    if(!light)  begin
    in_r[7:0] = {4'b0001, in[3:0]};   
    in_r[15:8] = {4'b0001, in[7:4]};  
    end
    else begin
    in_r[7:0] = {4'b0000, in[3:0]};  
    in_r[15:8] = {4'b0000, in[7:4]};  
    end
    end
    trans my_trans1(
        .in(in_r[7:0]),
        .out(out1)
    );
    trans my_trans2(
        .in(in_r[15:8]),
        .out(out2)
    );
endmodule
module trans(
    input [7:0] in,  
    output reg [7:0] out
);
    always @(*) begin
        case(in)
            0:out = {4'b0000,4'b0010};
            1:out = {4'b1001,4'b1110};
            2:out = {4'b0010,4'b0100};
            3:out = {4'b0000,4'b1100};
            4:out = {4'b1001,4'b1000};
            5:out = {4'b0100,4'b1000};
            6:out = {4'b0100,4'b0000};
            7:out = {4'b0001,4'b1110};
            8:out = {4'b0000,4'b0000};
            9:out = {4'b0000,4'b1000};
            10:out = {4'b0001,4'b0000};
            11:out = {4'b1100,4'b0000};
            12:out = {4'b0110,4'b0010};
            13:out = {4'b1000,4'b0100};
            14:out = {4'b0110,4'b0000};
            15:out = {4'b0111,4'b0000};
            default:
                out = 8'b11111111;
        endcase
    end
endmodule
### flow/run.sh
#!/bin/bash
# OpenROAD 26Q1-2900-gdf79404cd8, Yosys 0.63+post, stock flow scripts
make -C /OpenROAD-flow-scripts/flow DESIGN_CONFIG=/design/flow/config.mk WORK_HOME=/design/flow/orfs finish
==> flow_summary.toml <==
# flow metrics
[flow_run]
log.warning_count = 46
drv_cap = 0

[synthesis]
ys_sh_xor_pct = 0
common_cells = "14 x ha_1, 7 x inv_1, 6 x mux2i_1"
synthTopCellsByArea = "ha_1 31%, mux2i_1 11%, o211ai_1 6.7%"
synth_chip_area_um2 = 561.8
yosysCellCount = 73
syn_area_um2 = 561.8
yosysTopAreaCellShare_pct = 31.18
synthSimpleGateAreaFrac_pct = 16.04
ys_sh_aoi_pct = 27.17
synth.logic.top_family = "adder cells"
top_area_cell = "ha_1"
seq_area_frac_synth_pct = 0
mux_area_share_pct = 15.37
synth_area_per_cell_um2 = 7.696
postSynthCellCount = 73
synthDistinctLibCells = 30
ys_warn_count = 2
top_cell = "ha_1"
adder_share_pct = 31.18

[detailed_routing]
first_pass_iters = 4
wl_mm = 2.071
avgViaCountPerCell = 4.227
ant_nets = 0
drt_iter0_drc = 28
num_vias = 727
drc = 0
wl_per_cell_um = 12.04
antenna-diode-count = 0

[power_and_ir_drop]
p_leak_nw = 0.5553
ir_drop_mv = 0.08004
internal_power_w = 0.0001170
p_sw_w = 0.00008071
p_per_area_nw_per_um2 = 174.0
p_clk_share_pct = 0
comb_power_share_pct = 100.0
pwr-share-seq_pct = 0
p_sw_share_pct = 40.82

[setup_path]
critPathMaxStageDelay_ns = 0.30
endpoint_kind = "output pin"
startpoint_type = "input port"
cp.required_ns = 1.68
critical_path.cell_chain = "clkdlybuf4s15_2 > buf_6 > ha_1 > mux2_1 > nand2_1 > o311ai_2 > clkdlybuf4s15_1"
cp_max_fo = 5
crit_arrival_ns = 1.63
worst-setup-path-type = "in -> out"
critPathSlowestCell = "mux2_1"
worst-path-buf-inv = 3
critPathTopFamily = "buffers and inverters"

[place]
place_inst = 166
portBuffers = 25
gp_congestion = 0.8144
dp_slack_ns = -0.5615
dp_hpwl_mm = 1.638

[floorplanning]
core_area_um2 = 3416
die_x_um = 80
ioPinCount = 27
rows = 21
die_height_um = 80
dieArea_um2 = 6400
fp_util_pct = 16.45

[timing]
timing.fmax_mhz = 487.2
drv_slew = 0
worst_slew_pin_slew_ns = 0.2575
maxSlewHeadroom_pct = 82.80
finalHoldViolCount = 0
fin_crit_ns = 2.053
fin_crit_sh_pct = 97.74
setup_violations = 0
worst_slack_ns = 0.04741
grt_setup_unrepaired = "no"

[run_status]
status = "finished, final reports clean"

[hold_path]
hold_path_class = "in -> out"

[global_routing]
overflow = 0
busiest_layer = "met2"
met2_usage_pct = 11.24
antenna_found_initial = 0
grt_max_degree = 12
use_met1_pct = 7.713
grt_pass1_vias = 751
grt_use_total_pct = 6.211
grt_pass1_wl_mm = 3.394
use_met3_pct = 1.364

[layout]
seq_area_um2 = 0
nFlopsAndLatches = 0
fin_util_pct = 33.26
drive_gt1_share_pct = 41.27
nFillCells = 372
area_growth_pct = 102.2
clkbuf_count = 0
fin_cells = 172

[clocking]
cts_hold_buf = 0
[power groups by stage]
stage / Sequential [W] / Combinational (W) / Clock [W]
4_1_cts: 0 / 0.000196 / 0
5_1_grt: 0 / 0.000220 / 0
6_report: 0 / 0.000198 / 0
[cells in the final DEF, fill, tap and decap left out, types with 2 or more instances in the layout]
cell type,instances
a31oi_1,2
buf_2,2
buf_4,29
buf_6,3
clkdlybuf4s15_1,2
clkdlybuf4s50_1,2
dlygate4sd2_1,14
dlymetal6s2s_1,3
ha_1,10
ha_2,2
ha_4,2
inv_1,2
inv_2,5
mux2i_1,6
nand2_1,5
nand3_1,2
nor2_1,4
nor3_1,2
o211ai_1,5
o21ai_1,3
o221ai_1,3
[worst paths after layout]
| kind | cells after the start | to | slack, ns | startpoint |
|---|---|---|---|---|
| max | 7 | seg1[3] | 0.05 | scancode[4] |
| min | 5 | seg0[6] | 1.40 | scancode[0] |
[worst min-delay path, stage by stage]
cell             delay (ns)
buf_4                  0.11
buf_4                  0.11
a31oi_1                0.07
o21ai_1                0.08
clkdlybuf4s15_1        0.18
[layer usage]
metal | part of all wire, % | vias to the layer above
li1 | - | 372
met1 | 46 | 339
met2 | 49 | 16
met3 | 5.0 | 0
met4 | 0 | 0
met5 | 0 | -
[stage by stage]
| step | TNS [ns] | hold WS [ns] | power (W) | instance area [um2] |
|---|---|---|---|---|
| final | 0 | 1.399 | 0.0001977 | 1136 |
| after global routing | 0 | 1.430 | 0.0002198 | 1136 |
| after CTS | 0 | 1.410 | 0.0001963 | 1115 |
| after detailed placement | -6.569 | 1.942 | 0.0001951 | 1054 |
| after global placement | -6.618 | 1.959 | 0.0001949 | 1054 |
| after floorplan | 0 | 0.8849 | 0.00007075 | 561.8 |
[repair_timing]
action / CTS / global route
setup buffers: 2 / 3
gates resized: 46 / 8
gates cloned: 1 / 0
endpoints found under the setup margin: 14 / 8
pin swaps: 6 / 4
[layout make-up]
| type | count | area (um2) | share of cell area (%) |
|---|---|---|---|
| multi-input cells | 61 | 554.3 | 48.79 |
| repair buffers | 58 | 498.0 | 43.83 |
| well taps | 46 | 57.56 | 5.066 |
| inverters | 7 | 26.28 | 2.313 |
[logic make-up (layout without fill, tap and decap cells)]
logic type / after synthesis / count (layout)
AND/OR/NAND/NOR: 18 / 18
buffers and inverters: 12 / 65
AND-OR/OR-AND: 21 / 21
adder cells (fa/ha/maj): 14 / 14
multiplexers: 8 / 8
No activity file was given, so power comes from the tool's default toggle rates.
